<file path="/design/flow/design.v">
module Reg_File(
    input wire clk,
    input wire reset,
    input wire RegWrite,
    input wire [4:0] rs1, 
    input wire [4:0] rs2,  
    input wire [4:0] rd,  
    input wire [31:0] WD,  
    output wire [31:0] rs1_output,  
    output wire [31:0] rs2_output
);
integer i;
reg [31:0] rg [31:0];
always @(posedge clk) begin
    rg[0] = 32'h0;  
    if (reset) begin
        rg[2] = 32'h4000; 
    end
    if(RegWrite==1 && rd != 5'b0) begin
        rg[rd] <= WD;
    end
end
assign rs1_output = (rs1 == 5'b0)? 32'b0 : rg[rs1];
assign rs2_output = (rs2 == 5'b0)? 32'b0 : rg[rs2];
endmodule
</file>
<file path="/design/flow/run.sh">
#!/bin/bash
# OpenROAD 26Q1-2900-gdf79404cd8, Yosys 0.63+post, stock flow scripts
make -C /OpenROAD-flow-scripts/flow DESIGN_CONFIG=/design/flow/config.mk WORK_HOME=/design/flow/orfs finish
</file>
<file path="/design/flow/config.mk">
export PLATFORM = sky130hd
export DESIGN_NAME = Reg_File
export DESIGN_NICKNAME = Reg_File
export VERILOG_FILES = /design/flow/design.v
export SDC_FILE = /design/flow/constraint.sdc
export NUM_CORES = 4
export LEC_CHECK = 1
export CORE_UTILIZATION = 40
</file>
<file path="/design/flow/constraint.sdc">
current_design Reg_File

set clk_period 5.9
set clk_io_pct 0.2

create_clock -name clk0 -period $clk_period [get_ports {clk}]

set non_clock_inputs [all_inputs -no_clocks]
set_input_delay [expr $clk_period * $clk_io_pct] -clock clk0 $non_clock_inputs
set_output_delay [expr $clk_period * $clk_io_pct] -clock clk0 [all_outputs]
</file>
==> run summary <==
flow finished, numbers: cells after synthesis=2,610, GP Congestion=0.8869, CTS tree=yes, Max Clk Rate=around 190 MHz, hold_ws=1.287 ns, root buf cell=clkbuf_16, Pre-antenna DRT Iters=5, Post-synth EDFFs=992, #FFs+latches synth=1,024, top cell type's share of synthesized area=62.59%, Worst Path Required=around 4.7 ns, Distinct cells, synth=39, Crit path max-delay family=buffers and inverters, Final Hold Viols=0, Yosys Instances=2,610, ys flop type=edfxtp_1, Biggest register=rg, Mapped Avg Cell Area=18.24 um2, status=finished clean, Die Ht=347.0 um, vias in the first global route=roughly 32,000, Max FO, Critical Path=64, Power Density=around 300 mW/mm2, YS warnings=1, Regs by FF count=rg (1024), period utilisation layout=89.56%, mapped cell area=between 0.04 and 0.05 mm2, Core ar.=0.1181 mm2, count leader, synth=edfxtp_1, vias per cell=6.447, # resized after CTS=0, total number of vias=~29,000, Post-synth ARST share=0%, number of remaining DRC errors=0, RSZ-0062 raised after global routing=false, CP max stage delay=0.58 ns, final worst setup slack=0.6161 ns, Routed Antenna Nets=0, clock-pin slew on the worst setup and hold paths=0.06 ns, Seq/Total Area, Yosys=63.93%, Worst Hold Class=input pin to flop, cts bufs inserted=approximately 110, Crit path top cell by count=buf_4, max-cap violation count=0, Post-CTS Hold Fix Bufs=0, initial antenna violation count=4, Longest Clk Path Bufs=3, Commonest cells post-synth=992 x edfxtp_1, 352 x mux4_2, 320 x mux2i_1, 99 x nand2_1, 89 x clkbuf_1, Relative slew margins=31.09%, Final Setup Violations=0, Top cells by area=edfxtp_1 63%, mux4_2 17%, mux2i_1 6.7%, Port Buffers=113, crit path kind=input pin to output port, worst path cell trace=buf_8 > buf_4 > mux2i_1 > a221oi_1 > o21ai_0 > a311oi_1 > buf_4 > clkdlybuf4s50_1, fraction of layout cells with a size suffix above 1=27.79%, Worst Setup Start Kind=input pin, Sink Count=1,024, drt total wl=154,100 um, crit path DAT=4.10 ns, Final Max Tran Viols=0, setup_tns=0 ns, worst path bufs/invs=4, Yosys top cell by area=edfxtp_1, IO Pins=around 110, DR WL/cell=34.83 um, Crit. End Element=output port, Hold EP=rg[1][22], gr ovfl total=0, minimum clock period=5.284 ns, largest net degree at the start of global routing=about 80, number of setup buffers added after CTS=0, final instance area=0.05478 mm2, CP startpoint=rs1[2], Placed Instance Area=0.05129 mm2, first-pass GRT wire length=220,700 um, tool warnings=26, peak supply drop=261.2 uV, Largest register FFs=approximately 1,000, Global Route Usage Sum=28.20%, Leakage=around 18 nW, chip area=0.1204 mm2, fin util=46.39%, crit path max-delay cell type=buf_4, row count=126, Layout area overhead=15.10%, detailed placement HPWL=approximately 90,000 um, 1st-iter DRT viols=1,864, worst hold path cell count=2, Core Util at FP=between 40% and 50%, DP Worst Slack=0.5937 ns, Slew @ Worst Pin=1.030 ns, die width=347.0 um, H-tree depth=3, hold wc startpoint=WD[22], yosys stat area=0.04760 mm2
-- worst max-delay path by stage --
stage,to,cells past startpoint
4_1_cts,rs2_output[13],8
5_1_grt,rs1_output[4],8
6_report,rs1_output[4],8
-- final cells by class --
type / count / area, um2
fill: 9485 / 63300
sequential: 1024 / 30430
tap: 1536 / 1922
multi-input combinational: 1394 / 16350
timing repair buffer: 265 / 2577
clock buffer: 129 / 2824
antenna: 1 / 2.502
inverter: 2 / 8.758
clock inverter: 72 / 665.6
-- routing by layer --
metal,vias to the layer above,share of wire [%],GRT usage (%)
met5,-,0.10,1.481
met3,426,19,22.87
met4,12,4.6,9.617
li1,11464,-,-
met1,14219,30,30.52
met2,2395,47,41.46
-- report_power, final --
part           internal [mW]  total, mW  switching (mW)  leakage (nW)
Clock                   3.85       6.74            2.89          1.70
Sequential              8.08       8.13          0.0456          9.22
Combinational          0.649       1.51           0.860          6.86
Total                   12.6       16.4            3.80          17.8
-- per-stage QoR --
stage / power [mW] / cells
after floorplan: 9.093 / 2641
after global placement: 9.757 / 4221
after detailed placement: 9.780 / 4221
after CTS: 16.44 / 4422
after global routing: 16.83 / 4422
final: 16.38 / 4423
-- cell usage in the layout (no fill, tap or decap), drive strengths merged, types with 6 or more instances in the layout --
cell type	count
a221oi	47
buf	162
o2111ai	17
nand4	32
nor2	37
nor2b	37
bufinv	10
o21ai	47
mux4	352
a311oi	32
nand3b	6
clkinv	49
clkbuf	129
clkdlybuf4s50	103
a211oi	64
edfxtp	992
conb	32
nand2	99
mux2	64
clkinvlp	10
a22oi	64
a21oi	32
mux2i	320
o221ai	64
and2	33
dfxtp	32
-- logic make-up after synthesis --
logic type      count (synthesis)  synth area share [%]
compound gates                367                 5.846
simple gates                  259                 2.734
mux                           736                 24.90
flops                        1024                 63.93
buf+inv                       223                 2.581
other cells                     1              0.007879
Power and IR drop assume default switching activity.
