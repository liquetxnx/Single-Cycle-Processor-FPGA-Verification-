--- ./design.v ---
module PC_Next(
    input wire [31:0] Current_pc,
    input wire [31:0] Imm,
    input wire [31:0] ALU_Output,
    input wire [1:0] PcSrc,
    output reg [31:0] Next_Address,
    output wire [31:0] Pc_Plus4
);
wire [31:0] pc_plus4;
wire [31:0] pc_branch;
wire [31:0] pc_jalr;
assign pc_plus4 = Current_pc + 32'd4;
assign pc_branch = Current_pc + Imm;
assign pc_jalr = {ALU_Output[31:1],1'b0};  
always @(*) begin
    case(PcSrc)
    2'b00 : Next_Address=pc_plus4;  
    2'b01 : Next_Address=pc_branch;  
    2'b10 : Next_Address=pc_branch;  
    2'b11 : Next_Address=pc_jalr;  
    default : Next_Address=pc_plus4;
    endcase
end
assign Pc_Plus4=pc_plus4;
endmodule
--- ./run.sh ---
#!/bin/bash
# OpenROAD 26Q1-2900-gdf79404cd8, Yosys 0.63+post, stock flow scripts
make -C /OpenROAD-flow-scripts/flow DESIGN_CONFIG=/design/flow/config.mk WORK_HOME=/design/flow/orfs finish
--- ./config.mk ---
export PLATFORM = sky130hd
export DESIGN_NAME = PC_Next
export DESIGN_NICKNAME = PC_Next
export VERILOG_FILES = /design/flow/design.v
export SDC_FILE = /design/flow/constraint.sdc
export NUM_CORES = 4
export LEC_CHECK = 1
export CORE_UTILIZATION = 30
--- ./constraint.sdc ---
current_design PC_Next

set clk_period 20.1
set clk_io_pct 0.2

create_clock -name clk0 -period $clk_period

set non_clock_inputs [all_inputs -no_clocks]
set_input_delay [expr $clk_period * $clk_io_pct] -clock clk0 $non_clock_inputs
set_output_delay [expr $clk_period * $clk_io_pct] -clock clk0 [all_outputs]
==> job_summary.md <==
## Implementation flow summary

| Metric | Value |
|---|---|
| Worst path cell trace | `clkdlybuf4s50_1 > ha_1 > fa_1 > a21oi_1 > o22ai_1 > o41ai_2 > o21ai_1 > a211oi_2 > o21ai_0 > xnor2_1 > o22ai_1 > clkdlybuf4s50_1` |
| Min-Delay Endpoint | `Pc_Plus4[0]` |
| Syn. warnings | `1` |
| Endpoints failing setup | `0` |
| Hold crit path type | `in -> out` |
| Area leader share | `14.11%` |
| Resize count post-CTS | `0` |
| Minimum clock period | `11.66 ns` |
| Hold Buf Count CTS | `0` |
| Synth Seq Share | `0%` |
| CP Capture Type | `primary output` |
| Largest net degree at the start of global routing | `40` |
| Power per cell area | `29.12 nW/um^2` |
| First-pass GRT wire length | `18.04 mm` |
| CP peak stage delay | `0.52 ns` |
| Flop Count | `0` |
| Vias per cell | `5.331` |
| # Cells Yosys | `453` |
| Grt met2 use | `33.71%` |
| Vias in the first global route | `3376` |
| Area Overhead vs Synth | `54.88%` |
| Setup TNS | `0 ns` |
| GRT overflow | `0` |
| Final period util | `57.99%` |
| Worst Path Required | `16.08 ns` |
| Hold WS | `8.923 ns` |
| WS Path Type | `in -> out` |
| Outcome | `complete, no violations` |
| GRT Total Usage | `22.28%` |
| Antenna violations before repair | `0` |
| Met3 usage in global routing | `1.182%` |
| Max Slew Vio Count | `0` |
| Setup WS pre-CTS | `8.472 ns` |
| Core Rows | `36` |
| Static Leakage | `0.001910 uW` |
| Vias | `3876` |
| YS chip area | `3014 um^2` |
| Port Buffers | `161` |
| Initial Util | `30.84%` |
| Die Wd | `102.2 um` |
| Core outline area | `9774 um^2` |
| RSZ-0062 raised after global routing | `false` |
| DIE AREA | `10450 um^2` |
| Ports | `162` |
| CP delay by family, top | `AND-OR/OR-AND gates` |
| Starting DRT DRC Count | `212` |
| M1 GR Usage | `36.45%` |
| Post-CTS Setup Bufs | `0` |
| Cell Type Count | `62` |
| Top cells excl fill/tap | `161 x clkdlybuf4s50_1, 56 x nor2_1, 49 x nand2_1` |
| Cells after synthesis | `453` |
| DRC viols | `0` |
| Worst EP arrival | `7.64 ns` |
| Synth Area per Inst | `6.654 um^2` |
| WL per Instance | `16.19 um` |
| IR drop worst, VDD | `0.009326 mV` |
| Fin worst setup slack | `8.444 ns` |
| Antenna Nets Post-Route | `0` |
| Final Hold Viols | `0` |
| CLK BUF | `0` |
| Startpoint types | `input port` |
| CP Max Fanout | `4` |
| GPL Wtd Cong | `0.9178` |
| Fillers | `984` |
| Layout cells sized above 1 | `3.704%` |
| Worst Hold Path Cells | `2` |
| GRT busiest layer | `met1` |
| Combinational Area | `2808 um^2` |
| Slew @ Worst Pin | `0.6824 ns` |
| Post-synth area hogs | `ha_1 14%, xnor2_1 10%, nor2_1 7.0%` |
| Detailed Route WL | `11.77 mm` |
| WP buf/inv | `2` |
| First-pass DRT Iterations | `5` |
| Hold Path Origin | `Current_pc[0]` |
| Most used logic cell in the final layout | `clkdlybuf4s50_1` |
| Fmax | `85.79 MHz` |
| Die height | `102.2 um` |
| Post-Syn Area | `3014 um^2` |
| Maxcap violations | `0` |
| CP max-delay cell | `clkdlybuf4s50_1` |
| Slew headroom | `54.23%` |
| DP HPWL | `9.910 mm` |
| Tool warnings | `34` |
| Diode count | `0` |
| Register area | `0 um^2` |
| Cell type with the largest total area | `ha_1` |
## cells by family after synthesis
group / count (synthesis) / synth area share [%]
adders and majority gates: 35 / 14.78
and+or+nand+nor: 176 / 28.02
AOI/OAI and AO/OA: 147 / 33.46
muxes: 2 / 0.6642
xor gates and xnor gates: 55 / 16.23
buffers and inverters: 38 / 6.849
## synth_stat cells (4+ instances only)
cell and number:
nor2_1 56, nand2_1 49, a21oi_1 41, xnor2_1 35, ha_1 34, o21ai_0 24, a21o_1 20, xor2_1 19
nand3_1 18, a221oi_1 13, inv_1 13, and3_1 12, nand4_1 11, clkbuf_1 9, a211oi_1 6, buf_4 6
nor3_1 5, o22ai_1 5, a31oi_1 4, o21a_1 4, o221ai_1 4
## per-stage QoR
step	instances	utilization (%)	total power, uW	area, um^2
5_1_grt	727	47.76	149.6	4668
4_1_cts	727	47.76	135.9	4668
3_3_place_gp	727	47.76	135.3	4668
3_5_place_dp	727	47.76	135.2	4668
6_report	727	47.76	135.9	4668
2_1_floorplan	453	-	69.70	3014
## report_power, final
group,internal (uW),switching (uW)
clock network,0,0
registers,0,0
logic,74.9,61.0
total,74.9,61.0
## cell type report
class | instances | area share (%)
inverter | 14 | 1.126
timing repair buffer | 165 | 35.16
multi-input combinational | 415 | 60.14
tap | 133 | 3.565
## worst max-delay path by stage
stage / start / slack (ns) / to / depth (start not counted)
global route: Current_pc[0] / 8.22 / Next_Address[20] / 12
finish: Current_pc[0] / 8.44 / Next_Address[20] / 12
CTS: Current_pc[0] / 8.46 / Next_Address[20] / 12
## routing by layer
metal	share of wire, %	vias up
li1	-	1944
met1	50	1801
met2	43	129
met3	6.9	2
met4	0.20	0
met5	0	-
No activity file was given, so power comes from the tool's default toggle rates.
