`flow/config.mk`:
```
export PLATFORM = sky130hd
export DESIGN_NAME = ALU
export DESIGN_NICKNAME = ALU
export VERILOG_FILES = /design/flow/design.v
export SDC_FILE = /design/flow/constraint.sdc
export NUM_CORES = 4
export LEC_CHECK = 1
export CORE_UTILIZATION = 50
```
`flow/constraint.sdc`:
```
current_design ALU

set clk_period 14.2
set clk_io_pct 0.2

create_clock -name clk0 -period $clk_period

set non_clock_inputs [all_inputs -no_clocks]
set_input_delay [expr $clk_period * $clk_io_pct] -clock clk0 $non_clock_inputs
set_output_delay [expr $clk_period * $clk_io_pct] -clock clk0 [all_outputs]
```
`flow/design.v`:
```
module ALU(
    input wire [31:0] a,
    input wire [31:0] b,
    input wire [3:0] alu_op,
    output reg [31:0] result,
    output wire BrEq,  
    output wire BrLt,
    output wire BrLtU
);
localparam ADD = 4'b0001;
localparam SUB = 4'b0010;
localparam AND = 4'b0011;
localparam OR  = 4'b0100;
localparam XOR = 4'b0101;
localparam SLL = 4'b0110;  
localparam SRL = 4'b0111;  
localparam SRA = 4'b1000;  
localparam SLT = 4'b1001;  
localparam SLTU= 4'b1010;  
wire signed [31:0] sa = a;
wire signed [31:0] sb = b;
wire [4:0] shamt = b[4:0];
always @(*) begin
    case(alu_op)
        ADD: result = a+b;
        SUB: result = a-b;
        AND: result = a&b;
        OR : result = a|b;
        XOR: result = a^b;
        SLL: result = a << shamt;
        SRL: result = a >> shamt;
        SRA: result = sa >>> shamt;
        SLT: result = (sa < sb);
        SLTU:result = (a < b);
        default: result = 32'b0;
    endcase
end
    wire overflow = (a[31] == b[31]) && (result[31] != a[31]);
    assign BrEq = (result==32'b0);
    assign BrLt = overflow^result[31];
    assign BrLtU = (a <b);
endmodule
```
`flow/run.sh`:
```
#!/bin/bash
# OpenROAD 26Q1-2900-gdf79404cd8, Yosys 0.63+post, stock flow scripts
make -C /OpenROAD-flow-scripts/flow DESIGN_CONFIG=/design/flow/config.mk WORK_HOME=/design/flow/orfs finish
```
==> flow_summary.ini <==
; implementation run metrics
[run_status]
status = completed

[synth]
yosys_area_mm2 = 0.00970
common_cells = 128 x nor2_1, 117 x nand2_1, 101 x a21oi_1, 99 x ha_1, 93 x o21ai_0
postSynthCellCount = 1372
top_cell = nor2_1
synth_seq_share = 0
synth_warnings = 1
synthDominantCellAreaShare = 0.128
area_leaders = ha_1 13%, mux4_2 10%, mux2i_1 5.7%
yosys.area.top_type = ha_1
syn_avg_cell_area_um2 = 7.07
yosysCellCount = 1372
synth_cell_type_count = 93
synth_area_mm2 = 0.00970

[placement]
post-place-ws_ns = 3.42
dpl.hpwl_mm = 36.4
dpl_cell_area_mm2 = 0.0108
routabilityCongestion = 1.13
port_buffers = 103

[routing]
vias = 12000
wl_mm = 46.8
wl_per_cell_um = 28.2
diodes = 0
post_drt_via_cell_ratio = 7.24
drc_errors = 0
first_iter_violations = 1482
firstDrtPassIters = 8
ant_nets = 0

[floorplan]
dieArea_mm2 = 0.0200
ios = 103
core.rowCount = 50
die_y_um = 141
fp_util = 0.515
die_w_um = 141
fp.coreArea_mm2 = 0.0188

[critical_path]
crit_fanout = 60
crit_path_end_kind = primary output
crit_arrival_ns = 8.10
required_ns = 11.36
crit_type = in -> out
cp_slowest_cell = buf_4
path_cells = buf_2 > buf_4 > clkinv_1 > buf_4 > fa_1 > nor2b_1 > o21ai_0 > nand2_1 > a311oi_1 > o221ai_1 > a211o_1 > nor4_1 > nand3_1 > nor4_2 > nand4b_1 > nor4_2 > clkdlybuf4s50_1
cp-start-kind = primary input
worst_path_largest_cell_delay_ns = 0.56

[job]
drv_cap = 0
warning_count = 100

[final_timing]
setup_tns_ns = 0
hold_viol = 0
maxSlewHeadroom = 0.395
fmaxAchievable_mhz = 91.4
slew_violations = 0
grt_setup_unrepaired = false
period_needed_ns = 10.94
layout_setup_ws_ns = 3.26
worst_pin_slew_ns = 0.896
setup_viol = 0
finalClockPeriodUsage = 0.771

[final_layout]
regArea_um2 = 0
postLayoutCellArea_mm2 = 0.0108
area_growth_syn_to_layout_pct = 11.1
n_fill_cell = 1812
flops = 0
drive_gt1_frac = 0.0936
clkbuf_count = 0

[global_routing]
antenna_found_initial = 0
grt_max_degree = 68
grt_pass1_vias = 11000
grt_usage = 0.478
grt_first_pass_wirelength_mm = 69.6
grt_overflow = 0

[pwr]
ir_worst_vdd_uv = 37.4
p_leak_nw = 4.36
p_per_area_mw_per_mm2 = 42.1

[clock_network]
cts_resized = 0
ctsHoldBuffers = 0
post-cts-setup-buffers = 0

[worst_hold_path]
hold_class = in -> out
-- cell families (layout without fill, tap and decap cells) --
group           after synthesis  in the layout  synth area share
fa+ha+maj                   101            101             0.132
compound gates              481            481             0.340
mux                         127            127             0.196
simple gates                452            452             0.229
xor+xnor                     14             14            0.0126
buf+inv                     197            225            0.0894
-- critical path, delay by kind of cell --
kind	cells	cell delay (ns)
fa+ha+maj	1	0.49
simple gates	7	1.60
buf+inv	5	1.61
compound gates	4	1.48
-- report_power, final --
group | switching [mW] | internal, mW
Clock | 0 | 0
Sequential | 0 | 0
Combinational | 0.275 | 0.179
-- placed cells by master, fill, tap and decap left out, types with 26 or more instances in the layout --
master           instances
o21ai_0                 93
clkdlybuf4s50_1         99
o211ai_1                34
a211oi_1                26
nand3_1                 40
mux4_2                  44
mux2i_1                 55
nor2_1                 128
inv_1                   89
nand2_1                117
ha_1                    99
nor3_1                  32
buf_4                   32
a21oi_1                101
-- cell type report --
class | count | area (um^2) | area share
Multi-Input combinational cell | 1175 | 8860 | 0.823
Timing Repair Buffer | 134 | 1250 | 0.116
Inverter | 91 | 342 | 0.0317
Tap cell | 260 | 325 | 0.0302
-- per-stage QoR --
step | util | cells | power [mW] | hold slack (ns)
global route | 0.572 | 1660 | 0.479 | 6.83
floorplan | - | 1372 | 0.269 | 5.86
detailed placement | 0.572 | 1660 | 0.432 | 6.74
global placement | 0.572 | 1660 | 0.433 | 6.73
CTS | 0.572 | 1660 | 0.435 | 6.75
finish | 0.572 | 1660 | 0.454 | 6.79
-- layer usage --
metal  global-route usage  up-vias  share of wire
li1                     -     5303              -
met1                0.622     5498           0.37
met2                0.709     1008           0.42
met3                0.147      216           0.13
met4                0.263        0          0.074
met5                    0        -              0
-- worst paths after layout --
kind / from / depth (start not counted) / endpoint
worst max-delay path: b[1] / 17 / BrEq
worst min-delay path: b[3] / 4 / result[3]
No activity file was given, so power comes from the tool's default toggle rates.
